## flow/config.mk

```make
export PLATFORM = sky130hd
export DESIGN_NAME = Mu
export DESIGN_NICKNAME = Mu
export VERILOG_FILES = /design/flow/design.v
export SDC_FILE = /design/flow/constraint.sdc
export NUM_CORES = 4
export LEC_CHECK = 1
export CORE_AREA = 10 10 70 70
export DIE_AREA = 0 0 80 80
```

## flow/constraint.sdc

```tcl
current_design Mu

set clk_period 1.0
set clk_io_pct 0.2

create_clock -name clk0 -period $clk_period

set non_clock_inputs [all_inputs -no_clocks]
set_input_delay [expr $clk_period * $clk_io_pct] -clock clk0 $non_clock_inputs
set_output_delay [expr $clk_period * $clk_io_pct] -clock clk0 [all_outputs]
```

## flow/design.v

```verilog
module Mu(
    input [31:0] e1,
    input [31:0] e2,
    input wire sel,
    output [31:0] sal
);
reg [31:0] aux;
always@(*)
    begin
        case(sel)
            1'b0:
                aux = e1;
            1'b1:
                aux = e2;
        endcase
    end
assign sal = aux;
endmodule
```

## flow/run.sh

```bash
#!/bin/bash
# OpenROAD 26Q1-2900-gdf79404cd8, Yosys 0.63+post, stock flow scripts
make -C /OpenROAD-flow-scripts/flow DESIGN_CONFIG=/design/flow/config.mk WORK_HOME=/design/flow/orfs finish
```

==> notes.md <==
Status of the implementation.

- The cell sequence reported for the critical path is buf_12, buf_12, buf_8, mux2_4, buf_6.
- The detailed-placement wirelength estimate is 2.40 mm, for reference.
- The slack of the critical path is -175 ps, for reference.
- 97 I/O pins were placed.
- The type of the worst min-delay path is in -> out, for reference.
- The OpenROAD report gives the critical path a required time of 800 ps.
- The combinational power share is 1.000, for reference.
- The run finished, with violations left.
- The number of placed instances, taps included, is between 150 and 200.
- The number of stages on the worst hold path is 3, for reference.
- The starting utilization of the core area is 0.159, for reference.
- Entering global routing, the biggest net connects 8 pins.
- The first global-routing pass estimated around 4.1 mm of wire.
- The commonest cells after synthesis are 30 x mux2_4, 3 x buf_12, 2 x mux2_2, 1 x buf_6.
- Each instance of the synthesized netlist takes up on average 15.1 um2.
- The via count of the first global-routing pass came to between 800 and 900.
- The internal power component is approximately 0.52 mW, for reference.
- The cell type that accounts for the most area after synthesis is mux2_4.
- The most critical hold endpoint after final layout shows a slack of ~700 ps.
- The total number of vias is approximately 730, for reference.
- After floorplanning, the core was sized to cover ~0.0034 mm2.
- The vertical extent of the die is approximately 80 um, for reference.
- The cell with the most instances after synthesis is mux2_4, for reference.
- Per the GRT log, the top usage layer is met2.
- The number of failing setup endpoints in the final timing report is 32, for reference.
- Setup repair after global routing could not meet its margin everywhere.
- STA classifies the critical path startpoint as an input port.
- At the placement stage, the worst setup path has a slack of -497 ps.
- In the Yosys stats the netlist draws on 4 distinct library cells.
- The combined area of all synthesized cells is approximately 540 um2, for reference.
- The leakage component of the power is slightly below 1 nW, for reference.
- The final-layout clock buffer total is 0, for reference.
- In this run the worst path has a maximum fanout of 7.
- After detailed routing, the number of remaining DRC violations is 0.
- The floorplan step set the die width to about 80 um.
- The first TritonRoute pass finished after 2 iterations.
- The post-synthesis instance total is 36, for reference.
- The script computed a power per unit cell area of 389 mW/mm2.
- For this run, the register share of the synthesized area comes to 0.
- Total power for the finished layout comes to 0.660 mW.
- The switching fraction of total power is 0.213, for reference.
- The hold violation count in the final report is 0, for reference.
- The OpenROAD report gives the critical path a data arrival time of ~980 ps.
- The met1 usage in global routing is 0.0897, for reference.
- On the worst path, the slowest cell contributes a delay of around 300 ps.
- The overall global routing resource usage is 0.0787, for reference.
- The number of sequential storage elements is 0, for reference.
- The actual transition at the worst max-transition pin is slightly above 60 ps, for reference.
- After detailed routing, the average wire length per cell comes to around 15 um.
- The final reports fail on negative setup slack.
- The share of total power dissipated in sequential elements is 0.
- The time the final worst path needs with I/O delays and setup is 1180 ps, for reference.
- The growth of design area from synthesis to finish is 212%, for reference.
- The area fraction of the dominant cell type after synthesis is 0.828, for reference.
- The final cycle utilization of the critical path is 1.18, for reference.
- Looking at the setup timing report, the critical path kind is in -> out.
- The slowest library cell on the worst path is mux2_4, for reference.
- The final max-slew violation count recorded for this run is 0.
- The initial antenna violation count was 0.
- The worst setup path is captured at a primary output.
- For this design, Yosys synthesis ends with a cell count of 36.
- For met2 alone, demand over resource in global routing was 0.143.
- For met3 alone, demand over resource in global routing was 0.0307.
- The source of the worst hold timing path is e1[24], for reference.
- Looking at the hold checks, the worst path lands on sal[24].
- Detailed-route iteration 0 reported a violation count of 4.
- The clock network fraction of total power is 0, for reference.
- The detail route stage leaves a number of antenna-violating nets equal to 0.
- The repair_antennas step left the layout with diodes totalling 0.
- Looking at the VDD voltage map, the peak drop is 173 uV.
- The stage logs contain a warning count of 34.
- For this run, the number of Yosys warnings is 1.
- The reported net switching power is 0.141 mW, for reference.
- The wire length after detailed routing is 2.85 mm, for reference.
- The number of cell rows is 21, for reference.
- Summing all flip-flop and latch instances after layout gives 0 um2.
- After synthesis, the cell types taking the most area are mux2_4 83%, buf_12 11%, mux2_2 4.1%.
- The share of layout cells above drive strength 1 is 0.562, for reference.
- Input and output buffers added on the ports amount to ~97.
- The achievable frequency is 851 MHz, for reference.
- The global-route congestion overflow total is 0, for reference.
- In this design, the critical path's most frequently occurring cell is buf_12.
- The area recorded from the Yosys report for this design is 544 um2.
- The worst slew margin relative to its limit is 0.959, for reference.
- Excluding fillers, the count of instances in the completed layout stands at 192.
- In this run the full chip footprint comes out at approximately 0.0064 mm2.
- The area of all placed cells without fillers is roughly 0.0017 mm2, for reference.
- The max capacitance violation total is 0, for reference.
- The routed design shows a via density per instance of ~3.8.
- The post-placement cell area is roughly 0.0015 mm2.
- The final weighted congestion in routability-driven placement is roughly 0.76, for reference.
layout make-up:
cell class,count,area (um2)
tap,46,57.6
multi-input combinational,32,480
timing repair buffer,114,1160
fill,327,1720
metal layers:
layer  share of wire  vias up  routed length, um
li1                -      362                  -
met1            0.40      317               1140
met2            0.49       51               1390
met3            0.11        0                313
met4               0        0                  0
met5               0        -                  0
power by group through the flow:
stage / clock (mW) / combinational, mW / sequential (mW)
finish: 0 / 0.660 / 0
global route: 0 / 0.706 / 0
CTS: 0 / 0.644 / 0
cell usage in the layout (no fill, tap or decap):
master,netlist,final
buf_6,1,29
buf_12,3,3
buf_16,0,1
mux2_4,30,32
clkdlybuf4s50_1,0,10
buf_8,0,3
buf_4,0,2
dlygate4sd2_1,0,40
buf_2,0,12
dlymetal6s2s_1,0,14
worst max-delay path: cells and delay by family:
kind / cells / cell delay, ps
buffers and inverters: 4 / 470
muxes: 1 / 300
stage by stage:
step,utilization,TNS [ps]
global route,0.497,-5620
finish,0.497,-5030
detailed placement,0.450,-15270
CTS,0.470,-5200
global placement,0.450,-15250
floorplan,-,0
cells by family (layout without fill, tap and decap cells):
| group | count (synthesis) | in the layout | share of synthesized area |
|---|---|---|---|
| buffers and inverters | 4 | 114 | 0.131 |
| multiplexers | 32 | 32 | 0.869 |
what timing repair did:
item                                    4_1_cts  5_1_grt
setup buffers                                14        0
hold buffers                                  0        0
gates resized                               170       23
pin swaps                                     0        0
endpoints found under the setup margin       32       32
cloned                                        1        0
worst max path at each step:
stage         slack [ps]  start      end  depth (start not counted)
CTS                 -180    sel   sal[0]                          5
global route        -190    sel  sal[31]                          5
finish              -180    sel  sal[31]                          5
Power is estimated from default activity; no workload was simulated.
