**./design.v**
```verilog
module BR(
    input wire clk,
    input [4:0] a1,
    input [4:0] a2,
    input [4:0] a3,
    input [31:0] wd3,
    input wire we,
    output [31:0] rd1,
    output [31:0] rd2
);
reg [31:0] regBank[31:0];
integer i;
initial begin
    for(i = 0;i<32;i=i+1) begin
        regBank[i] <= 32'h00000000;
    end
end
always @(posedge clk)
begin
    if(we)
    begin
        regBank[a3] <= wd3;
    end
end
assign rd1 = regBank[a1];
assign rd2 = regBank[a2];
endmodule
```
**./run.sh**
```bash
#!/bin/bash
# OpenROAD 26Q1-2900-gdf79404cd8, Yosys 0.63+post, stock flow scripts
make -C /OpenROAD-flow-scripts/flow DESIGN_CONFIG=/design/flow/config.mk WORK_HOME=/design/flow/orfs finish
```
**./config.mk**
```make
export PLATFORM = sky130hd
export DESIGN_NAME = BR
export DESIGN_NICKNAME = BR
export VERILOG_FILES = /design/flow/design.v
export SDC_FILE = /design/flow/constraint.sdc
export NUM_CORES = 4
export LEC_CHECK = 1
export CORE_UTILIZATION = 50
```
**./constraint.sdc**
```tcl
current_design BR

set clk_period 8.5
set clk_io_pct 0.2

create_clock -name clk0 -period $clk_period [get_ports {clk}]

set non_clock_inputs [all_inputs -no_clocks]
set_input_delay [expr $clk_period * $clk_io_pct] -clock clk0 $non_clock_inputs
set_output_delay [expr $clk_period * $clk_io_pct] -clock clk0 [all_outputs]
```
==> Slide: Implementation Results <==
Implementation Results

Global routing
  • First-pass GRT wire length: 223300 um
  • GRT Overall Usage: 0.3485
  • Grt total ovfl: 0
  • Largest net degree at the start of global routing: approximately 110
  • Vias in the first global route: approximately 33000
  • Initial antenna violation count: 2

Detailed routing
  • Met2 wire len: 69230 um
  • Final wirelength: 156300 um
  • Via Count: 31290
  • Via/cell ratio: 6.474
  • Metal3 WL: 26670 um
  • Drt first pass iters: 6
  • DRC: 0
  • Highest routed layer: met5
  • DRT met1 WL: 53530 um
  • Final ANT Viol Nets: 0
  • DR WL/cell: 32.34 um
  • DR iter-0 viols: 2214
  • Ant. Diodes: 0

Worst setup path
  • Critical path launch point: a2[2]
  • Setup crit end kind: primary output
  • Crit path arrival time: 4810 ps
  • WP data required: between 6000 and 7000 ps
  • Critical Path Start Type: primary input
  • Crit Path Max Fanout: between 70 and 80
  • Critical path type: in -> out
  • Crit path capture: rd2[29]

STA
  • Setup TNS: 0 ps
  • Fin crit period: 6506 ps
  • Worst-Margin Slew: 1053 ps
  • Hold Slack: 1830 ps
  • Max Freq: 153.7 MHz
  • Final worst-path cycle share: 0.7654
  • Rel. slew slack: 0.2964
  • Unrepaired setup endpoints after global routing: false
  • Fin. Hold Viols: 0
  • # setup viols final: 0
  • Slew Limit Fails: 0

CTS
  • Post-cts sizing count: 0
  • CTS tree: built
  • Post-CTS setup buffers: 0
  • Max clock buf depth: 3
  • CTS sink count: around 1000
  • H-tree Lvls: 3
  • Cts bufs inserted: 107
  • Clock-pin slew on the worst setup and hold paths: about 60 ps
  • CTS Root Cell: clkbuf_16
  • # hold bufs at CTS: 0

Placement
  • IO Port Bufs: 112
  • Final Wtd Congestion: 0.8831
  • HPWL Detailed: 83450 um

Synthesis
  • Yosys xor share: 0
  • Yosys aoi share: 0.08042
  • Cell taking the most area after synthesis: edfxtp_1
  • Top non-seq family: multiplexers
  • Post-synthesis instance total: 3386
  • Post-Syn Area: 48790 um2
  • Number of cells in Yosys stat: 3386
  • MUX share of area: 0.2101
  • Synth cell types: 23
  • Syn avg cell area: 14.41 um2
  • Simple-gate share of the synthesized area: 0.04714
  • Adder share: 0
  • Area share of the largest cell type after synthesis: 0.6303
  • Register area share after synthesis: 0.6303
  • Main area contributors: edfxtp_1 63%, mux2i_1 21%, a22oi_1 3.0%, a22o_1 2.3%, nand3_1 2.0%
  • #FFs+latches synth: just over 1000
  • Yosys warning tally: 1
  • Synthesis area per yosys: ~49000 um2

Outcome
  • Outcome: complete, no violations

Floorplanning
  • # IOs: 113
  • Fp util: 0.5045
  • Die ar.: 98830 um2
  • Die Ht: 314.4 um
  • Core area: slightly below 100000 um2
  • Row cnt: ~110
  • Die width: 314.4 um

Hold path
  • HP Start: wd3[8]
  • Worst Hold Class: in -> reg

Power and ir drop
  • Pint: ~8.7 mW
  • Clock share of power: 0.410
  • Peak supply drop: 0.0001554 V
  • Leak Pwr: 20.13 nW
  • Pwr dens: 206.9 nW/um2
  • Switching Fraction: 0.2290
  • Logic pwr share: 0.093
  • Psw: 2.598 mW
  • Sequential share of power: 0.498

Flow run
  • Max-cap violations: 0
  • Tool warnings: 30

Cells and area
  • Share of post-route cells with drive strength above 1: 0.08856
  • Max reg flops: 1024
  • P&R area growth vs syn: 12.36%
  • Top cells excl fill/tap: 1024 x mux2i_1, 1024 x edfxtp_1, 194 x nand3_1, 193 x nand2_1
  • Top Registers: regBank: 1024 flops
  • Top reg by flops: regBank
[metal layers]
metal,track usage,vias up
met3,0.2521,382
met5,0.01838,-
li1,-,13572
met4,0.1062,8
met1,0.4460,15245
met2,0.4872,2083
[power by group through the flow]
| stage | Combinational [mW] | Clock [mW] | Sequential, mW |
|---|---|---|---|
| finish | 1.05 | 4.65 | 5.64 |
| global route | 1.11 | 4.90 | 5.65 |
| CTS | 1.04 | 4.70 | 5.64 |
[logic make-up (layout without fill, tap and decap cells)]
family,Yosys count,in the layout
AOI/OAI and AO/OA,576,576
and+or+nand+nor,509,509
DFF,1024,1024
muxes,1024,1024
buffers and inverters,253,424
[worst max-delay path, cell delays in order]
cell,delay [ps]
clkdlybuf4s50_1,560
nor2_4,720
buf_12,540
a22o_1,210
nor3_1,60
a31oi_1,290
nand3_1,170
clkdlybuf4s50_1,470
[worst min path at each step]
stage	slack [ps]	end	cells after the start
6_report	1830	regBank[10][8]$_DFFE_PP_	2
4_1_cts	1810	regBank[22][6]$_DFFE_PP_	2
5_1_grt	1850	regBank[22][6]$_DFFE_PP_	2
[synth_stat cells (all sizes together)]
library cell     n
a21oi          192
a22o           128
a22oi          192
a31oi           64
and2             2
buf            163
clkbuf          90
edfxtp        1024
mux2i         1024
nand2          195
nand2b           4
nand3          194
nand3b           5
nor2            35
nor2b            4
nor3            64
or2              2
or3              1
or3b             3
[layout make-up]
| cell class | instances | area [um2] |
|---|---|---|
| Clock buffer | 133 | 2818 |
| Clock inverter | 65 | 665.6 |
| Fill cell | 7287 | 41890 |
| Multi-Input combinational cell | 2109 | 16780 |
| Sequential cell | 1024 | 30750 |
| Tap cell | 1276 | 1597 |
| Timing Repair Buffer | 226 | 2212 |
[per-stage QoR]
stage	total power, mW	util	setup slack (ps)	std cells	cell area, um2
floorplan	6.326	-	4041	3386	48790
global placement	6.776	0.5308	2099	4635	51340
detailed placement	6.784	0.5308	2028	4635	51340
CTS	11.38	0.5669	2026	4833	54820
global route	11.66	0.5669	1880	4833	54820
finish	11.34	0.5669	1994	4833	54820
Power figures rest on the tool's default switching activity, not on a simulated workload.
