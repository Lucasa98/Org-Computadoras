## flow/design.v

```verilog
module DM(
    input wire clk,
    input [15:0] address,
    input [31:0] wd,
    input wire we,
    output [31:0] rd
);
reg[31:0] dataBank[31:0];
integer i;
initial
begin
    for(i = 0;i<32;i=i+1) begin
        dataBank[i] <= 32'h00000000;
    end
end
always @(posedge clk)
begin
    if(we)
    begin
        dataBank[address] <= wd;
    end
end
assign rd = dataBank[address];
endmodule
module IM(
    input [15:0] pc,
    output [31:0] instr
);
parameter ROM_WIDTH = 32;
parameter ROM_ADDR_BITS = 5;
(* ROM_STYLE="{AUTO |DISTRIBUTED |BLOCK}" *)
reg [ROM_WIDTH-1:0] ROM [(2**ROM_ADDR_BITS)-1:0];
initial begin
    ROM[0] = 32'h00300413; 
    ROM[1] = 32'h00100493; 
end
assign instr = ROM[pc];
endmodule
module mem(
    input wire clk,
    input [15:0] pc,
    input wire WE,
    input [15:0] address,
    input [31:0] writeData,
    output [31:0] instr,
    output [31:0] readData
);
IM instrMem(
    .pc(pc),
    .instr(instr)
);
DM dataMem(
    .clk(clk),
    .address(address),
    .wd(writeData),
    .we(WE),
    .rd(readData)
);
endmodule
```

## flow/run.sh

```bash
#!/bin/bash
# OpenROAD 26Q1-2900-gdf79404cd8, Yosys 0.63+post, stock flow scripts
make -C /OpenROAD-flow-scripts/flow DESIGN_CONFIG=/design/flow/config.mk WORK_HOME=/design/flow/orfs finish
```

## flow/config.mk

```make
export PLATFORM = sky130hd
export DESIGN_NAME = mem
export DESIGN_NICKNAME = mem
export VERILOG_FILES = /design/flow/design.v
export SDC_FILE = /design/flow/constraint.sdc
export NUM_CORES = 4
export LEC_CHECK = 1
export CORE_UTILIZATION = 50
```

## flow/constraint.sdc

```tcl
current_design mem

set clk_period 4.6
set clk_io_pct 0.2

create_clock -name clk0 -period $clk_period [get_ports {clk}]

set non_clock_inputs [all_inputs -no_clocks]
set_input_delay [expr $clk_period * $clk_io_pct] -clock clk0 $non_clock_inputs
set_output_delay [expr $clk_period * $clk_io_pct] -clock clk0 [all_outputs]
```

==> flow_summary_export.csv <==
group,metric,value,unit
yosys,syn_area,39500,um2
floorplan,core_area,77700,um2
critical_path,endpoint_kind,"primary output",
flow_run,warning_count,52,
sta,hold_ws,1080,ps
yosys,ys_types,23,
yosys,top_cell_area_share,77.9,%
critical_path,path_cells,"clkdlybuf4s50_1, buf_12, or4b_2, buf_12, o22ai_1, nor4_1, buf_4, nand2_1, clkdlybuf4s50_1",
drt,first_iter_violations,1156,
yosys,synth_top_cell_by_area,"edfxtp_1",
global_route,grt_antenna_before_repair,2,
sta,rsz0062_at_grt,"no",
clocking,htree_num_levels,3,
flow_run,max_cap_viol_count,0,
finish,reg_top3,"dataMem.dataBank x1024",
place,gp_congestion,0.836,
clocking,cts_hold_buf,0,
yosys,common_cells,"1024 x edfxtp_1, 512 x mux2i_1, 225 x o22ai_1",
critical_path,critPathMaxStageDelay,690,ps
min_path,hold_class,"in2reg",
finish,drive_gt1_share,16.3,%
sta,fin_crit,4510,ps
sta,setup_viol,0,
yosys,ys_cells,2109,
sta,post-route-period-util,98.1,%
floorplan,placementRows,102,
min_path,hold_path_depth,2,
sta,setup_tns,0,ps
sta,relSlewSlack,31.0,%
floorplan,die_w,283,um
status,status,"finished, final reports clean",
finish,largest-register,"dataMem.dataBank",
drt,drtPass1Iterations,7,
global_route,overflow,0,
clocking,clock-sinks,1024,
floorplan,die-area,80000,um2
global_route,grt_pass1_vias,21000,
finish,syn_to_final_growth,17.0,%
drt,wl_per_cell,27.7,um
clocking,clk_pin_slew,60,ps
critical_path,cp_data_arrival_time,3590,ps
clocking,cts_tree,"done",
critical_path,worst_ep_required_time,3680,ps
sta,report.final.slew_viol_count,0,
floorplan,io_pins,130,
sta,finalHoldViolations,0,
sta,max_freq,222,MHz
yosys,edf_count,1024,
pwr,vdd_ir_drop_max,334,uV
yosys,ys_area,39500,um2
place,dpl.hpwl,52800,um
yosys,async_reset_ff_share,0,%
pwr,p_per_area,420,nW/um2
pwr,p_leak,16.0,nW
floorplan,die_h,283,um
drt,wl,95400,um
clocking,cts_buffers,103,
yosys,ys_dominant_reg_cell,"edfxtp_1",
yosys,numSynthFlops,1024,
yosys,synthMostInstantiatedCell,"edfxtp_1",
critical_path,cp_max_fo,24,
critical_path,worstSetupPathType,"in2out",
clocking,cts_max_path_buffers,3,
yosys,synth_cells,2109,
drt,drc,0,
drt,vias,20200,
pwr,p_total,19.4,mW
drt,ant_nets,0,
yosys,area_leaders,"edfxtp_1 78%, mux2i_1 13%, o22ai_1 3.6%",
floorplan,initial_core_util,50.8,%
global_route,grt_pass1_wl,137000,um
critical_path,cpMaxStageDelayCell,"or4b_2",
finish,n_fill_cell,5448,
global_route,grt_max_degree,57,
global_route,grt_usage,27.2,%
place,port_buffers,73,
clocking,clockRootBuffer,"clkbuf_16",
finish,largest_reg_flops,1024,
yosys,ys_seq_share,77.9,%
sta,worst_pin_slew,1030,ps
critical_path,start_kind,"input pin",
yosys,syn_avg_cell_area,18.7,um2
drt,via_per_inst,5.85,
yosys,ys_warn_count,2,
==> metrics by stage <==
stage	utilization [%]	instances	cell area [um2]	worst slack (ps)
floorplan	-	2137	39600	23.4
global placement	55.2	3264	42900	-4.62
detailed placement	55.2	3264	42900	-20.4
CTS	59.4	3446	46100	5.21
global route	59.4	3446	46100	18.6
finish	59.4	3447	46100	88.0
==> report_power, final <==
group / switching (mW) / internal (mW)
clock: 3.32 / 4.68
combinational: 0.563 / 0.414
sequential: 0.0225 / 10.4
total: 3.90 / 15.5
==> area by class of cell <==
class	count	area, um2	area share, %
multi-input cells	955	8210	17.8
clock inverters	61	536	1.16
well taps	1040	1300	2.82
repair buffers	244	2630	5.71
diodes	1	2.50	0.00542
inverters	1	3.75	0.00813
flip-flops and latches	1024	30700	66.6
clock buffers	121	2710	5.87
==> cell usage in the layout (no fill, tap or decap), types with 2 or more instances in the layout <==
| cell type | count |
|---|---|
| clkbuf_1 | 15 |
| edfxtp_1 | 1024 |
| nand3_1 | 2 |
| mux2i_1 | 512 |
| nor4_1 | 63 |
| clkinvlp_4 | 6 |
| buf_4 | 122 |
| nand4b_1 | 4 |
| o22ai_1 | 224 |
| nand2_1 | 34 |
| nor2_4 | 28 |
| clkbuf_16 | 106 |
| buf_12 | 49 |
| or3b_2 | 3 |
| nand3b_1 | 4 |
| bufinv_16 | 9 |
| nand4bb_2 | 6 |
| clkinv_1 | 26 |
| inv_6 | 3 |
| nor3_4 | 2 |
| or4b_2 | 3 |
| nor3_2 | 2 |
| clkdlybuf4s50_1 | 70 |
| clkinv_2 | 16 |
| o22ai_2 | 32 |
| conb_1 | 30 |
==> layer usage <==
metal	wire [um]	GRT usage (%)	part of all wire, %
met1	32600	36.0	34
met2	45200	39.6	47
met5	13	0.794	0.014
met3	14900	18.6	16
met4	2770	6.38	2.9
==> kinds of logic (layout without fill, tap and decap cells) <==
logic type | after synthesis | count (layout) | synth area share, %
compound gates | 256 | 256 | 4.55
flops | 1024 | 1024 | 77.9
buf+inv | 158 | 427 | 2.25
simple gates | 157 | 157 | 2.25
other cells | 2 | 31 | 0.0190
mux | 512 | 512 | 13.0
==> path summary, 6_finish.rpt <==
kind	from	to	slack (ps)
setup / recovery	address[4]	readData[14]	90
hold / removal	writeData[24]	dataMem.dataBank[5][24]	1080
==> worst max-delay path, delay by kind of cell <==
| family | cells | cell delay (ps) |
|---|---|---|
| buffers and inverters | 5 | 1570 |
| AND-OR/OR-AND | 1 | 130 |
| AND/OR/NAND/NOR | 3 | 940 |
==> repair_timing <==
| action | 4_1_cts | 5_1_grt |
|---|---|---|
| setup buffers | 0 | 0 |
| hold endpoints to repair | 0 | 0 |
| endpoints found under the setup margin | 2 | 8 |
| gates resized | 2 | 3 |
| pin swaps | 0 | 0 |
Power figures rest on the tool's default switching activity, not on a simulated workload.
